==> design/flow/design.v <==
`timescale 1ns / 1ps
module oled_task(
    input [2:0] state,
    input [12:0] pixel_index,
    output reg [15:0] oled_out
    );
    wire [6:0] x;
    wire [5:0] y;
    assign x = pixel_index%96;
    assign y = pixel_index/96;
    always @ (*) begin
        if (x >= 18 && x <= 77) begin
            case(state)
                3'd0: oled_out <= 16'h0;
                3'd1: oled_out <= (y >= 13 && y <= 49) ? 16'b0000011111100000: 16'd0;
                3'd2: oled_out <= (y >= 20 && y <= 43) ? 16'b1111111111100000: (y>=13 && y <= 49) ? 16'b0000011111100000 : 16'b0;
                3'd3: oled_out <= (y >= 27 && y <= 36) ? 16'b1111100000000000: (y>=20 && y <= 43) ? 16'b1111111111100000 : (y>=13 && y <= 49) ? 16'b0000011111100000 : 16'b0;
                3'd4: oled_out <= (y >= 27 && y <= 36) ? 16'b1111100000000000: (y>=13 && y <= 49) ? 16'b0000011111100000 : 16'b0;
                default: oled_out <= 16'b0;
            endcase
        end else
            oled_out <= 16'h0000;
    end
endmodule
==> design/flow/run.sh <==
#!/bin/bash
# OpenROAD 26Q1-2900-gdf79404cd8, Yosys 0.63+post, stock flow scripts
make -C /OpenROAD-flow-scripts/flow DESIGN_CONFIG=/design/flow/config.mk WORK_HOME=/design/flow/orfs finish
==> design/flow/config.mk <==
export PLATFORM = sky130hd
export DESIGN_NAME = oled_task
export DESIGN_NICKNAME = oled_task
export VERILOG_FILES = /design/flow/design.v
export SDC_FILE = /design/flow/constraint.sdc
export NUM_CORES = 4
export LEC_CHECK = 1
export CORE_AREA = 10 10 76 76
export DIE_AREA = 0 0 86 86
==> design/flow/constraint.sdc <==
current_design oled_task

set clk_period 8.3
set clk_io_pct 0.2

create_clock -name clk0 -period $clk_period

set non_clock_inputs [all_inputs -no_clocks]
set_input_delay [expr $clk_period * $clk_io_pct] -clock clk0 $non_clock_inputs
set_output_delay [expr $clk_period * $clk_io_pct] -clock clk0 [all_outputs]
==> flow_summary.toml <==
# flow metrics
[outcome]
status = "complete, no violations"

[final_timing]
setup_viol = 0
max_slew_margin_pct = 63.2
tightest_slew_ns = 0.553
finalClockPeriodUsage_pct = 91.2
hold_viol_final = 0
period_minus_slack_ns = 7.57
drv_slew = 0
rsz0062_at_grt = "no"
fin_tns_setup_ns = 0
fmax_mhz = 132
fin_ws_ns = 0.727

[power_and_ir_drop]
peakVddDrop_v = 0.0000204
p_per_area_nw_per_um2 = 69.5
p_sw_uw = 46.6
p_int_uw = 44.1
switching_share_pct = 51.4
seqPwrFrac_pct = 0
clkPwrFrac_pct = 0
p_leak_nw = 0.464
comb_power_share_pct = 100.0

[place]
pre_cts_ws_ns = 0.731
place.gp.congestion = 0.878
dpl.hpwl_mm = 2.50
numPlacedInstances = 226
port_buffers = 27

[floorplan]
dieWidth_um = 86
io_pins = 32
fp_util_pct = 26.4
core_sq_um = 4120
rows = 23
dieHeight_um = 86
die_area_sq_um = 7400

[route]
via_count = 1173
drtAntennaViolNets = 0
post-route-drc-count = 0
drt_pass1_iterations = 4
drtIter0Drc = 66
wl_mm = 3.06
antenna_cells = 0
viasPerCell = 5.19
routedWlPerCell_um = 13.6

[synth]
synth_warnings = 1
yosys-top-cells-area = "buf_4 9.7%, nor2_1 5.5%, a21oi_1 4.6%, nand2_1 4.5%, o21ai_0 4.1%"
yosys_area_sq_um = 1090
ys_types = 57
postSynthCellCount = 167
ys_seq_share_pct = 0
avgSynthCellArea_sq_um = 6.51
yosys.area.top_type = "buf_4"
ys_top_cells_by_count = "16 x nor2_1, 14 x buf_4, 13 x nand2_1"
yosys-stat-cells = 167
most_common_cell = "nor2_1"
syn_area_sq_um = 1090
top_area_share_pct = 9.67

[critical_path]
cp-end-kind = "primary output"
start_kind = "primary input"
cp_data_required_time_ns = 6.64
worstPathMaxFanout = 14
critPathKind = "in2out"
crit_arrival_ns = 5.91

[global_routing]
grt_start_max_net_pins = 19
grtUsageTotal_pct = 7.98
grt_pass1_wl_mm = 5.22
grt-ovfl-total = 0
antenna_found_initial = 0
grt_pass1_vias = 1157

[cells_and_area]
flops = 0
instances_no_fill = 226
layout-drive-gt1-share_pct = 8.52
regArea_sq_um = 0
fin_util_pct = 31.7
clock_buffers = 0
syn2layout_area_growth_pct = 20.0

[hold_path]
hp-class = "in2out"

[run]
warning_count = 32
cap_violations = 0

[clocking]
cts_resized = 0
postCtsSetupBuffers = 0
holdBufCountCts = 0
-- metal layers --
metal,track usage (%),vias to the layer above,share of wire (%)
met5,0,-,0
met4,1.50,0,1.8
met3,0.286,6,2.6
met2,14.7,21,52
met1,10.0,521,43
li1,-,625,-
-- cell usage in the layout, fill, tap and decap left out, types with 3 or more instances in the layout --
cell type / instances
clkdlybuf4s50_1: 27
nor2_1: 16
nand2_1: 13
a21oi_1: 10
o21ai_0: 9
nor3_1: 8
nand2b_1: 5
nand3_1: 5
conb_1: 5
and3_1: 4
or3_1: 4
buf_4: 4
xnor2_1: 3
inv_1: 3
o21a_1: 3
o31ai_1: 3
nand4_1: 3
-- through the flow --
stage                     power (mW)  hold slack, ns  area [sq um]
after global placement        0.0913            4.50          1310
after global routing           0.101            4.58          1310
after floorplan               0.0665            3.54          1100
after CTS                     0.0915            4.51          1310
after detailed placement      0.0911            4.50          1310
final                         0.0907            4.49          1310
-- path summary, 6_finish.rpt --
path	from	to	slack [ns]	depth (start not counted)
worst min-delay path	state[2]	oled_out[10]	4.49	5
worst max-delay path	pixel_index[9]	oled_out[6]	0.73	13
-- critical path, cell delays in order --
cell and delay, ns:
clkdlybuf4s50_1 0.75, or4b_1 0.49, o31a_1 0.32, a211oi_4 0.32
o31a_1 0.19, o21a_1 0.14, or2_0 0.30, o21ai_0 0.18
o32ai_2 0.25, mux2i_1 0.10, or4_1 0.56, o211a_1 0.20
clkdlybuf4s50_1 0.43
-- power groups by stage --
stage	Clock (mW)	Sequential, mW	Combinational (mW)
6_report	0	0	0.0907
5_1_grt	0	0	0.101
4_1_cts	0	0	0.0915
-- cell type report --
cell class         count  area (sq um)
well taps             50          62.6
repair buffers        31           300
multi-input cells    142           931
inverters              3          11.3
fillers              456          2810
-- logic make-up (layout without fill, tap and decap cells) --
| family | count (synthesis) | in the layout | synth area share, % |
|---|---|---|---|
| AND/OR/NAND/NOR | 75 | 75 | 36.8 |
| AND-OR/OR-AND | 53 | 53 | 39.0 |
| buffers and inverters | 29 | 34 | 15.8 |
| XOR/XNOR | 5 | 5 | 4.03 |
| multiplexers | 3 | 3 | 2.88 |
| adder cells (fa/ha/maj) | 1 | 1 | 1.15 |
| other | 1 | 5 | 0.345 |
Power figures rest on the tool's default switching activity, not on a simulated workload.
