`/design/flow/config.mk`:
```
export PLATFORM = sky130hd
export DESIGN_NAME = OLED_Combined
export DESIGN_NICKNAME = OLED_Combined
export VERILOG_FILES = /design/flow/design.v
export SDC_FILE = /design/flow/constraint.sdc
export NUM_CORES = 4
export LEC_CHECK = 1
export CORE_AREA = 10 10 73 73
export DIE_AREA = 0 0 83 83
```
`/design/flow/constraint.sdc`:
```
current_design OLED_Combined

set clk_period 5.9
set clk_io_pct 0.2

create_clock -name clk0 -period $clk_period

set non_clock_inputs [all_inputs -no_clocks]
set_input_delay [expr $clk_period * $clk_io_pct] -clock clk0 $non_clock_inputs
set_output_delay [expr $clk_period * $clk_io_pct] -clock clk0 [all_outputs]
```
`/design/flow/design.v`:
```
`timescale 1ns / 1ps
module OLED_Combined(
    input [2:0] state,
    input [12:0] pixel_index,
    output wire [15:0]oled_data
    );
    wire [6:0] x;
    wire [5:0] y;
    assign x = pixel_index%96;
    assign y = pixel_index/96;
    reg [15:0] oled_out;
    assign oled_data=oled_out;
    always @ (*) begin
    if (x >= 18 && x <= 77) begin
                case(state)
                    3'd0: oled_out <= 16'h0;
                    3'd1: oled_out <= (y >= 13 && y <= 49) ? 16'b0000011111100000: 16'd0;
                    3'd2: oled_out <= (y >= 20 && y <= 43) ? 16'b1111111111100000: (y>=13 && y <= 49) ? 16'b0000011111100000 : 16'b0;
                    3'd3: oled_out <= (y >= 27 && y <= 36) ? 16'b1111100000000000: (y>=20 && y <= 43) ? 16'b1111111111100000 : (y>=13 && y <= 49) ? 16'b0000011111100000 : 16'b0;                    
                    default: oled_out <= 16'b0;
                endcase
            end else
                oled_out <= 16'h0000;
    if ((((x> 4 && x <= 7)||(x>= 88 && x < 91))
                   ||
                   ((y>4 && y <= 7)||(y>= 56 && y < 59)))
                   && !((x<=4 || x>=91)||(y<=4 || y>=59))&&(state>2))
                   begin
                       oled_out<=16'b11111_000000_00000;
                       end        
                   if ((((x==3)||(x==92))
                   ||
                   ((y==3)||(y==60)))
                   && !((x<=2 ||x>=93)||(y<=2 || y>=61))&&(state>1))
                   begin
                        oled_out<=16'b11111_111111_00000;
                        end
                   if ((((x==1)||(x==94))
                   ||
                   ((y==1)||(y==62)))
                   && !((x<=0 || x>=95)||(y<=0 || y>=63))&&(state>0))
                   begin
                        oled_out<=16'b00000_111111_00000;
                        end  
                        end 
endmodule
```
`/design/flow/run.sh`:
```
#!/bin/bash
# OpenROAD 26Q1-2900-gdf79404cd8, Yosys 0.63+post, stock flow scripts
make -C /OpenROAD-flow-scripts/flow DESIGN_CONFIG=/design/flow/config.mk WORK_HOME=/design/flow/orfs finish
```
==> GITHUB_STEP_SUMMARY <==
### Metrics collected by this job

| Metric | Value |
|---|---|
| Switching Share | about half |
| P_sw | between 0.0001 and 0.00015 W |
| Max rail drop VDD | about 0.00006 V |
| Post-synth seq share | 0% |
| Initial antenna violation count | 0 |
| Post-Route WL | around 6000 µm |
| ANT cells | 0 |
| DRC errors left | 0 |
| Post-route ant nets | 0 |
| Syn Inst Count | 261 |
| Yosys warns | 1 |
| Cell Pwr Density | approximately 110 nW/µm² |
| Crit path DRT | between 4 and 5 ns |
| Final Slew Violations | 0 |
| Initial DRT Pass Iterations | 5 |
| HP Class | in2out |
| Seq_cells | 0 |
| Die Ht | a little over 80 µm |
| Yosys Instances | 261 |
| 1st-iter DRT viols | around 270 |
| Most used cell, CP | buf_4 |
| Pint | about 0.00015 W |
| PortBufs | 27 |
| CP arrival | between 4 and 5 ns |
| Cell Type Count | approximately 80 |
| Tmin final | about 5.8 ns |
| Slowest cell on crit path | or4_4 |
| Layout clock buffers | 0 |
| Status | complete, no violations |
| Final setup fails | 0 |
| Max Cap Violations | 0 |
| Ports | 32 |
| Type of origin of the critical path | primary input |
| Dominant comb cell | AND-OR/OR-AND gates |
| Vias in the first global route | 2018 |
| First-pass GRT wire length | between 9000 and 10000 µm |
| Hold Slack | roughly 3.4 ns |
| Via density | between 6 and 7 |
| Max Fclk | approximately 170 MHz |
| Crit path largest cell delay | ~0.44 ns |
| Largest net degree at the start of global routing | 29 |
| Cell chain of the critical path | dlygate4sd2_1 -> buf_4 -> nor2b_1 -> a32oi_1 -> o211ai_1 -> a311o_1 -> a21o_1 -> a21oi_2 -> nand3b_1 -> buf_4 -> buf_4 -> nand2_1 -> o22ai_1 -> or4_4 -> o211ai_1 -> buf_4 -> dlygate4sd2_1 |
| Core area | approximately 3700 µm² |
| Proportion of power drawn by flip-flops and latches | 0% |
| Post-DR wirelength/cell | 15.7 µm |
| GRT Residual Overflow | 0 |
| Clock group share of total power | 0% |
| Final HPWL DP | ~4500 µm |
| Logic gate share of total power | roughly 100% |
| Total Neg Setup Slack | 0 ns |
| Yosys top cell by area | buf_4 |
| Share of cells above drive strength 1 | between 30% and 40% |
| Sequential Area | 0 µm² |
| Placer Congestion | around 0.95 |
| Chip area | ~7000 µm² |
| Adders+Majority by Area | 0.686% |
| Simple-Gate Area Share | approximately 34% |
| Slew HR | 54.4% |
| Worst-Margin Slew | 0.666 ns |
| All-layer global routing usage | between 15 and 20% |
| Aoi share | between 40% and 50% |
| Number of vias in the routed layout | about 2.4k |
| Lkg Pwr | between 1 and 1.5 nW |
| Die width | approximately 83 µm |
| Num rows | 22 |
| Top-area cell share | about 7% |
| Syn_area_per_cell | approximately 7 µm² |
| Mapped Area | 1820 µm² |
| Yosys stat area | 1820 µm² |
| OpenROAD warning count | 32 |
| Layout Area Growth over Synthesis | 49.8% |
| Crit-path max FO | 5 |
| Tcrit/Tclk final | a little under 100% |
| MUX share of area | under 10% |
| Final Hold Violation Tally | 0 |
| Largest cells by area after synthesis | buf_4 (7.0%), a211oi_1 (4.9%), nand2_1 (4.7%) |
| Initial Util | between 40% and 50% |
| Endpoint class of the critical path | output pin |
| Crit Path Class | in2out |
| XOR Share, Synth | under 10% |
| Post-CTS Hold Fix Bufs | 0 |
==> power by group through the flow <==
stage	clock network, W	registers [W]	logic (W)
after CTS	0	0	0.000268
after global routing	0	0	0.000320
final	0	0	0.000295
==> path summary, 6_finish.rpt <==
check / from / end / slack [ns] / cells after the start
worst min-delay path: state[0] / oled_data[6] / 3.40 / 4
worst max-delay path: pixel_index[10] / oled_data[14] / 0.15 / 17
==> cell families (layout without fill, tap and decap cells) <==
logic type / Yosys count / count (layout)
other: 1 / 5
adder cells (fa/ha/maj): 1 / 1
AND-OR/OR-AND: 105 / 105
multiplexers: 8 / 8
AND/OR/NAND/NOR: 104 / 104
XOR/XNOR: 2 / 2
buffers and inverters: 40 / 108
==> worst max-delay path, delay by kind of cell <==
family	cells	cell delay [ns]
AOI/OAI and AO/OA	7	1.43
buffers and inverters	6	1.12
and+or+nand+nor	4	0.82
==> cells in the mapped netlist (all sizes together) (3+ instances only) <==
library cell	number
buf	29
nand2	24
a21oi	19
a211oi	13
o21ai	13
nor3	12
nor2	11
nand3	7
nor2b	7
o211ai	7
a2111oi	6
inv	6
mux2i	6
nand2b	6
nand3b	6
or3	6
a31oi	5
and2	5
clkbuf	5
o21a	5
nand4	4
o22ai	4
o31ai	4
a211o	3
and3	3
nor3b	3
o311ai	3
==> through the flow <==
step | util (%) | total power, W | setup WS, ns | area [µm²] | std cells
2_1_floorplan | - | 0.000157 | 0.0354 | 1840 | 265
3_3_place_gp | 64.8 | 0.000256 | -0.646 | 2430 | 372
3_5_place_dp | 64.8 | 0.000255 | -0.716 | 2430 | 372
4_1_cts | 68.9 | 0.000268 | 0.0682 | 2580 | 376
5_1_grt | 73.0 | 0.000320 | -0.0182 | 2730 | 381
6_report | 73.0 | 0.000295 | 0.148 | 2730 | 381
==> routing by layer <==
| metal | track usage [%] | share of wire [%] | vias up |
|---|---|---|---|
| li1 | - | - | 1165 |
| met1 | 25.3 | 53 | 1073 |
| met2 | 21.7 | 39 | 116 |
| met3 | 2.17 | 8.1 | 4 |
| met4 | 0 | 0.083 | 0 |
| met5 | 0 | 0 | - |
==> final cells by class <==
class	instances	area [µm²]
multi-input cells	225	1820
repair buffers	102	826
inverters	6	22.5
well taps	48	60.1
fillers	284	1010
==> placed cells by master, fill, tap and decap left out, types with 8 or more instances in the layout <==
cell / instances
buf_4: 72
a21oi_2: 8
nor2_1: 10
clkdlybuf4s50_1: 11
nand2_1: 23
a211oi_1: 8
dlygate4sd2_1: 12
nor3_1: 9
a21oi_1: 8
o21ai_0: 8
==> what timing repair did <==
| action | 4_1_cts | 5_1_grt |
|---|---|---|
| pin swaps | 12 | 15 |
| setup endpoints to repair | 11 | 11 |
| resized | 42 | 26 |
| buffers inserted | 4 | 5 |
Power and IR drop assume default switching activity.
