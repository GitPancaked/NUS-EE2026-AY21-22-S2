==> flow/design.v <==
`timescale 1ns / 1ps
module OLEDA( input  CLK100MHZ,
    input sw0,sw1,
    input JB3,
    input btnL,btnR,
    output JC1,JC2,JC3,JC4,JC5,JC6,JC7, JC8,   
    output JB1,JB4,
    output wire [11:0]led 
    );
    wire [15:0]x;
    wire [15:0]y;
    wire frame_begin;
    wire [12:0]pixel_index;
    wire sending_pixels;
    wire sample_pixel;
    wire teststate;
    reg [15:0]oled_data; 
    assign led[0]=1;
    my_clock tut4(CLK100MHZ,16,clk6p25m);
    wire clk6p25m;
    wire _20khz_clock;
    my_clock tut3(CLK100MHZ,2499,_20khz_clock);
    Oled_Display fnc(clk6p25m, 0, frame_begin, sending_pixels,
          sample_pixel, pixel_index[12:0], oled_data[15:0], JC1, JC2, JC4, JC5, JC6, JC7,
          JC8,teststate);
    reg [2:0]counter=0;
    assign x= pixel_index%96;
    assign y=pixel_index/96;
    always @ (posedge CLK100MHZ)
    begin 
        if (!sw0)begin    
        if ((((x> 4 && x <= 7)||(x>= 88 && x < 91))
        ||
        ((y>4 && y <= 7)||(y>= 56 && y < 59)))
        && !((x<=4 || x>=91)||(y<=4 || y>=59)))
        begin
            oled_data<=16'b11111_000000_00000;
            end        
        if ((((x==3)||(x==92))
        ||
        ((y==3)||(y==60)))
        && !((x<=2 ||x>=93)||(y<=2 || y>=61)))
        begin
             oled_data<=16'b11111_111111_00000;
             end
        if ((((x==1)||(x==94))
        ||
        ((y==1)||(y==62)))
        && !((x<=0 || x>=95)||(y<=0 || y>=63)))
        begin
             oled_data<=16'b00000_111111_00000;
             end    
        if  (!(((((x==1)||(x==94))
                     ||
                     ((y==1)||(y==62)))
                     && !((x<=0 || x>=95)||(y<=0 || y>=63)))||((((x==3)||(x==92))
                             ||
                             ((y==3)||(y==60)))                             
                             && !((x<=2 ||x>=93)||(y<=2 || y>=61)))||((((x> 4 && x <= 7)||(x>= 88 && x < 91))
                                     ||
                                     ((y>4 && y <= 7)||(y>= 56 && y < 59)))
                                     && !((x<=4 || x>=91)||(y<=4 || y>=59)))))    
            oled_data<=16'b00000_000000_00000;    
        end
        else
        oled_data<=16'b00000_000000_00000;  
    end
endmodule
module Oled_Display(clk, reset, frame_begin, sending_pixels,
  sample_pixel, pixel_index, pixel_data, cs, sdin, sclk, d_cn, resn, vccen,
  pmoden,teststate);
localparam Width = 96;
localparam Height = 64;
localparam PixelCount = Width * Height;
localparam PixelCountWidth = $clog2(PixelCount);
parameter ClkFreq = 6250000;  
input clk, reset;
output frame_begin, sending_pixels, sample_pixel;
output [PixelCountWidth-1:0] pixel_index;
input [15:0] pixel_data;
output cs, sdin, sclk, d_cn, resn, vccen, pmoden;
output [4:0] teststate;
localparam FrameFreq = 60;
localparam FrameDiv = ClkFreq / FrameFreq;
localparam FrameDivWidth = $clog2(FrameDiv);
reg [FrameDivWidth-1:0] frame_counter;
assign frame_begin = frame_counter == 0;
localparam PowerDelay = 20;  
localparam ResetDelay = 3;  
localparam VccEnDelay = 20;  
localparam StartupCompleteDelay = 100;  
localparam MaxDelay = StartupCompleteDelay;
localparam MaxDelayCount = (ClkFreq * MaxDelay) / 1000;
reg [$clog2(MaxDelayCount)-1:0] delay;
localparam StateCount = 32;
localparam StateWidth = $clog2(StateCount);
localparam PowerUp = 5'b00000;
localparam Reset = 5'b00001;
localparam ReleaseReset = 5'b00011;
localparam EnableDriver = 5'b00010;
localparam DisplayOff = 5'b00110;
localparam SetRemapDisplayFormat = 5'b00111;
localparam SetStartLine = 5'b00101;
localparam SetOffset = 5'b00100;
localparam SetNormalDisplay = 5'b01100;
localparam SetMultiplexRatio = 5'b01101;
localparam SetMasterConfiguration = 5'b01111;
localparam DisablePowerSave = 5'b01110;
localparam SetPhaseAdjust = 5'b01010;
localparam SetDisplayClock = 5'b01011;
localparam SetSecondPrechargeA = 5'b01001;
localparam SetSecondPrechargeB = 5'b01000;
localparam SetSecondPrechargeC = 5'b11000;
localparam SetPrechargeLevel = 5'b11001;
localparam SetVCOMH = 5'b11011;
localparam SetMasterCurrent = 5'b11010;
localparam SetContrastA = 5'b11110;
localparam SetContrastB = 5'b11111;
localparam SetContrastC = 5'b11101;
localparam DisableScrolling = 5'b11100;
localparam ClearScreen = 5'b10100;
localparam VccEn = 5'b10101;
localparam DisplayOn = 5'b10111;
localparam PrepareNextFrame = 5'b10110;
localparam SetColAddress = 5'b10010;
localparam SetRowAddress = 5'b10011;
localparam WaitNextFrame = 5'b10001;
localparam SendPixel = 5'b10000;
assign sending_pixels = state == SendPixel;
assign resn = state != Reset;
assign d_cn = sending_pixels;
assign vccen = state == VccEn || state == DisplayOn ||
  state == PrepareNextFrame || state == SetColAddress ||
  state == SetRowAddress || state == WaitNextFrame || state == SendPixel;
assign pmoden = !reset;
reg [15:0] color;
reg [StateWidth-1:0] state;
wire [StateWidth-1:0] next_state = fsm_next_state(state, frame_begin, pixel_index);
function [StateWidth-1:0] fsm_next_state;
  input [StateWidth-1:0] state;
  input frame_begin;
  input [PixelCountWidth-1:0] pixels_remain;
  case (state)
    PowerUp: fsm_next_state = Reset;
    Reset: fsm_next_state = ReleaseReset;
    ReleaseReset: fsm_next_state = EnableDriver;
    EnableDriver: fsm_next_state = DisplayOff;
    DisplayOff: fsm_next_state = SetRemapDisplayFormat;
    SetRemapDisplayFormat: fsm_next_state = SetStartLine;
    SetStartLine: fsm_next_state = SetOffset;
    SetOffset: fsm_next_state = SetNormalDisplay;
    SetNormalDisplay: fsm_next_state = SetMultiplexRatio;
    SetMultiplexRatio: fsm_next_state = SetMasterConfiguration;
    SetMasterConfiguration: fsm_next_state = DisablePowerSave;
    DisablePowerSave: fsm_next_state = SetPhaseAdjust;
    SetPhaseAdjust: fsm_next_state = SetDisplayClock;
    SetDisplayClock: fsm_next_state = SetSecondPrechargeA;
    SetSecondPrechargeA: fsm_next_state = SetSecondPrechargeB;
    SetSecondPrechargeB: fsm_next_state = SetSecondPrechargeC;
    SetSecondPrechargeC: fsm_next_state = SetPrechargeLevel;
    SetPrechargeLevel: fsm_next_state = SetVCOMH;
    SetVCOMH: fsm_next_state = SetMasterCurrent;
    SetMasterCurrent: fsm_next_state = SetContrastA;
    SetContrastA: fsm_next_state = SetContrastB;
    SetContrastB: fsm_next_state = SetContrastC;
    SetContrastC: fsm_next_state = DisableScrolling;
    DisableScrolling: fsm_next_state = ClearScreen;
    ClearScreen: fsm_next_state = VccEn;
    VccEn: fsm_next_state = DisplayOn;
    DisplayOn: fsm_next_state = PrepareNextFrame;
    PrepareNextFrame: fsm_next_state = SetColAddress;
    SetColAddress: fsm_next_state = SetRowAddress;
    SetRowAddress: fsm_next_state = WaitNextFrame;
    WaitNextFrame: fsm_next_state = frame_begin ? SendPixel : WaitNextFrame;
    SendPixel: fsm_next_state = (pixel_index == PixelCount-1) ?
      PrepareNextFrame : SendPixel;
    default: fsm_next_state = PowerUp;
  endcase
endfunction
assign teststate=state;
localparam SpiCommandMaxWidth = 40;
localparam SpiCommandBitCountWidth = $clog2(SpiCommandMaxWidth);
reg [SpiCommandBitCountWidth-1:0] spi_word_bit_count;
reg [SpiCommandMaxWidth-1:0] spi_word;
wire spi_busy = spi_word_bit_count != 0;
assign cs = !spi_busy;
assign sclk = clk | !spi_busy;
assign sdin = spi_word[SpiCommandMaxWidth-1] & spi_busy;
assign sample_pixel = (state == WaitNextFrame && frame_begin) ||
  (sending_pixels && frame_counter[3:0] == 0);
assign pixel_index = sending_pixels ?
  frame_counter[FrameDivWidth-1:$clog2(16)] : 0;
always @(negedge clk) begin
  if (reset) begin
    frame_counter <= 0;
    delay <= 0;
    state <= 0;
    spi_word <= 0;
    spi_word_bit_count <= 0;
  end else begin
    frame_counter <= (frame_counter == FrameDiv-1) ? 0 : frame_counter + 1;
    if (spi_word_bit_count > 1) begin
      spi_word_bit_count <= spi_word_bit_count - 1;
      spi_word <= {spi_word[SpiCommandMaxWidth-2:0], 1'b0};
    end else if (delay != 0) begin
      spi_word <= 0;
      spi_word_bit_count <= 0;
      delay <= delay - 1;
    end else begin
      state <= next_state;
      case (next_state)
        PowerUp: begin
          spi_word <= 0;
          spi_word_bit_count <= 0;
          delay <= (ClkFreq * PowerDelay) / 1000;
        end
        Reset: begin
          spi_word <= 0;
          spi_word_bit_count <= 0;
          delay <= (ClkFreq * ResetDelay) / 1000;
        end
        ReleaseReset: begin
          spi_word <= 0;
          spi_word_bit_count <= 0;
          delay <= (ClkFreq * ResetDelay) / 1000;
        end
        EnableDriver: begin
          spi_word <= {16'hFD12, {SpiCommandMaxWidth-16{1'b0}}};
          spi_word_bit_count <= 16;
          delay <= 1;
        end
        DisplayOff: begin
          spi_word <= {8'hAE, {SpiCommandMaxWidth-8{1'b0}}};
          spi_word_bit_count <= 8;
          delay <= 1;
        end
        SetRemapDisplayFormat: begin
          spi_word <= {16'hA072, {SpiCommandMaxWidth-16{1'b0}}};
          spi_word_bit_count <= 16;
          delay <= 1;
        end
        SetStartLine: begin
          spi_word <= {16'hA100, {SpiCommandMaxWidth-16{1'b0}}};
          spi_word_bit_count <= 16;
          delay <= 1;
        end
        SetOffset: begin
          spi_word <= {16'hA200, {SpiCommandMaxWidth-16{1'b0}}};
          spi_word_bit_count <= 16;
          delay <= 1;
        end
        SetNormalDisplay: begin
          spi_word <= {8'hA4, {SpiCommandMaxWidth-8{1'b0}}};
          spi_word_bit_count <= 8;
          delay <= 1;
        end
        SetMultiplexRatio: begin
          spi_word <= {16'hA83F, {SpiCommandMaxWidth-16{1'b0}}};
          spi_word_bit_count <= 16;
          delay <= 1;
        end
        SetMasterConfiguration: begin
          spi_word <= {16'hAD8E, {SpiCommandMaxWidth-16{1'b0}}};
          spi_word_bit_count <= 16;
          delay <= 1;
        end
        DisablePowerSave: begin
          spi_word <= {16'hB00B, {SpiCommandMaxWidth-16{1'b0}}};
          spi_word_bit_count <= 16;
          delay <= 1;
        end
        SetPhaseAdjust: begin
          spi_word <= {16'hB131, {SpiCommandMaxWidth-16{1'b0}}};
          spi_word_bit_count <= 16;
          delay <= 1;
        end
        SetDisplayClock: begin
          spi_word <= {16'hB3F0, {SpiCommandMaxWidth-16{1'b0}}};
          spi_word_bit_count <= 16;
          delay <= 1;
        end
        SetSecondPrechargeA: begin
          spi_word <= {16'h8A64, {SpiCommandMaxWidth-16{1'b0}}};
          spi_word_bit_count <= 16;
          delay <= 1;
        end
        SetSecondPrechargeB: begin
          spi_word <= {16'h8B78, {SpiCommandMaxWidth-16{1'b0}}};
          spi_word_bit_count <= 16;
          delay <= 1;
        end
        SetSecondPrechargeC: begin
          spi_word <= {16'h8C64, {SpiCommandMaxWidth-16{1'b0}}};
          spi_word_bit_count <= 16;
          delay <= 1;
        end
        SetPrechargeLevel: begin
          spi_word <= {16'hBB3A, {SpiCommandMaxWidth-16{1'b0}}};
          spi_word_bit_count <= 16;
          delay <= 1;
        end
        SetVCOMH: begin
          spi_word <= {16'hBE3E, {SpiCommandMaxWidth-16{1'b0}}};
          spi_word_bit_count <= 16;
          delay <= 1;
        end
        SetMasterCurrent: begin
          spi_word <= {16'h8706, {SpiCommandMaxWidth-16{1'b0}}};
          spi_word_bit_count <= 16;
          delay <= 1;
        end
        SetContrastA: begin
          spi_word <= {16'h8191, {SpiCommandMaxWidth-16{1'b0}}};
          spi_word_bit_count <= 16;
          delay <= 1;
        end
        SetContrastB: begin
          spi_word <= {16'h8250, {SpiCommandMaxWidth-16{1'b0}}};
          spi_word_bit_count <= 16;
          delay <= 1;
        end
        SetContrastC: begin
          spi_word <= {16'h837D, {SpiCommandMaxWidth-16{1'b0}}};
          spi_word_bit_count <= 16;
          delay <= 1;
        end
        DisableScrolling: begin
          spi_word <= {8'h25, {SpiCommandMaxWidth-8{1'b0}}};
          spi_word_bit_count <= 8;
          delay <= 1;
        end
        ClearScreen: begin
          spi_word <= {40'h2500005F3F, {SpiCommandMaxWidth-40{1'b0}}};
          spi_word_bit_count <= 40;
          delay <= 1;
        end
        VccEn: begin
          spi_word <= 0;
          spi_word_bit_count <= 0;
          delay <= (ClkFreq * VccEnDelay) / 1000;
        end
        DisplayOn: begin
          spi_word <= {8'hAF, {SpiCommandMaxWidth-8{1'b0}}};
          spi_word_bit_count <= 8;
          delay <= (ClkFreq * StartupCompleteDelay) / 1000;
        end
        PrepareNextFrame: begin
          spi_word <= 0;
          spi_word_bit_count <= 0;
          delay <= 1;
        end
        SetColAddress: begin
          spi_word <= {24'h15005F, {SpiCommandMaxWidth-24{1'b0}}};
          spi_word_bit_count <= 24;
          delay <= 1;
        end
        SetRowAddress: begin
          spi_word <= {24'h75003F, {SpiCommandMaxWidth-24{1'b0}}};
          spi_word_bit_count <= 24;
          delay <= 1;
        end
        WaitNextFrame: begin
          spi_word <= 0;
          spi_word_bit_count <= 0;
          delay <= 0;
        end
        SendPixel: begin
          spi_word <= {pixel_data, {SpiCommandMaxWidth-16{1'b0}}};
          spi_word_bit_count <= 16;
          delay <= 0;
        end
        default: begin
          spi_word <= 0;
          spi_word_bit_count <= 0;
          delay <= 0;
        end
      endcase
    end
  end
end
endmodule
`timescale 1ns / 1ps
module my_clock( input clk, input [31:0]count_to, output reg slow_clk=0
    );   
    reg[31:0] count=0;
    always @ (posedge clk) begin
        count<=count+1;
        if (count==count_to)begin
            slow_clk=~slow_clk;
            count<=0;
            end
        end
endmodule
==> flow/run.sh <==
#!/bin/bash
# OpenROAD 26Q1-2900-gdf79404cd8, Yosys 0.63+post, stock flow scripts
make -C /OpenROAD-flow-scripts/flow DESIGN_CONFIG=/design/flow/config.mk WORK_HOME=/design/flow/orfs finish
==> flow/config.mk <==
export PLATFORM = sky130hd
export DESIGN_NAME = OLEDA
export DESIGN_NICKNAME = OLEDA
export VERILOG_FILES = /design/flow/design.v
export SDC_FILE = /design/flow/constraint.sdc
export NUM_CORES = 4
export LEC_CHECK = 1
export CORE_UTILIZATION = 30
==> flow/constraint.sdc <==
current_design OLEDA

set clk_period 5.7
set clk_io_pct 0.2

create_clock -name clk0 -period $clk_period [get_ports {CLK100MHZ}]

set non_clock_inputs [all_inputs -no_clocks]
set_input_delay [expr $clk_period * $clk_io_pct] -clock clk0 $non_clock_inputs
set_output_delay [expr $clk_period * $clk_io_pct] -clock clk0 [all_outputs]
==> flow_summary.json <==
{
  "register_area_sq_mm": 0.003193,
  "hold_path_class": "flop to flop",
  "top_usage_layer": "met1",
  "gp_congestion": 0.9158,
  "grt_max_degree": 65,
  "vdd_drop_max_mv": 0.1309,
  "grt_pass1_wl_um": 30530,
  "critPathKind": "flop to output port",
  "maxSlewViolCount": 0,
  "clk_latency_ns": 0.28,
  "clk_pin_slew_ns": 0.06,
  "dp.cells": 1363,
  "crit_path_start_kind": "flop",
  "seqPwrFrac_pct": 43.8,
  "ys_sh_mux_pct": 1.010,
  "synth-seq-cells": 149,
  "htree_levels": 2,
  "holdWs_ns": 0.4696,
  "ant_nets": 0,
  "n_fill_cell": 2833,
  "num_antenna_cells": 0,
  "finalPower_w": 0.0005606,
  "logic_area_sq_mm": 0.004795,
  "warnings": 34,
  "gr-usage-met3_pct": 1.591,
  "area_delta_synth_final_pct": 5.063,
  "vias_per_cell": 5.042,
  "cap_viol_max_count": 0,
  "finalWirelength_um": 17820,
  "die-area_sq_mm": 0.02876,
  "end_kind": "output port",
  "hpwlAfterDp_um": 12670,
  "crit_path_cell_trace": "inv_2, nand2_1, clkdlybuf4s50_1",
  "vias": 6913,
  "slowest_delay_ns": 0.57,
  "yosysWarnings": 19,
  "cp_max_fo": 53,
  "edf_count": 21,
  "power.leakage_nw": 2.693,
  "aoi_share_pct": 15.98,
  "wl_per_cell_um": 13.00,
  "grt_overflow": 0,
  "required_ns": 4.56,
  "async_reset_ff_share_pct": 0,
  "ff_type": "dfxtp_1",
  "crit_arrival_ns": 1.78,
  "ys_area_sq_mm": 0.008427,
  "unclocked_pins": 114,
  "fin_skew_ns": 0.005677,
  "post-route-drc-count": 0,
  "synth_seq_share_pct": 37.89,
  "synthesis.area_sq_mm": 0.008427,
  "cellPowerDensity_mw_per_mm2": 63.32,
  "cts_setup_buffers": 0,
  "switchingPower_w": 0.0001060,
  "antenna_found_initial": 0,
  "first_pass_iters": 6,
  "grt_pass1_vias": 6235,
  "simple_gate_share_pct": 30.72,
  "cpMaxStageDelayCell": "inv_2",
  "fp.dieW_um": 169.6,
  "internal-power_w": 0.0004546,
  "syn_area_per_cell_sq_um": 8.118,
  "cts_resized": 0,
  "fmax_mhz": 343.0,
  "p_comb_share_pct": 0.2,
  "die_height_um": 169.6,
  "setup_viol": 0,
  "root_buffer": "clkbuf_16",
  "grt_use_total_pct": 12.76,
  "rsz0062_at_grt": "no",
  "fin_crit_sh_pct": 51.16,
  "outcome": "finished clean",
  "fp_util_pct": 30.92,
  "postSynthCellCount": 1038,
  "hold_viol": 0,
  "tightestPinTransition_ns": 0.8997,
  "synth.distinct_cells": 104,
  "netSwitchingFraction_pct": 18.91,
  "grt.met2_usage_pct": 19.49,
  "fin_util_pct": 32.49,
  "clock_power_share_pct": 55.9,
  "finalSetupTns_ns": 0,
  "fa_ha_area_share_pct": 1.485,
  "logic_family": "simple AND/OR/NAND/NOR gates",
  "ys_cells": 1038,
  "numPortBuffers": 7,
  "cts_buffers": 5,
  "drive_above_1_share_pct": 6.607,
  "first_iter_violations": 473,
  "ys_sh_xor_pct": 6.756,
  "hold_buffers": 0,
  "coreArea_sq_mm": 0.02725,
  "slew_headroom_pct": 40.02,
  "layout_min_cycle_time_ns": 2.916,
  "untimed_endpoints": 139,
  "cts_tree": "built",
  "instances_no_fill": 1371,
  "use_met1_pct": 20.04,
  "clk_path_buf_depth": 2,
  "rows": 60,
  "pin_count": 28
}
-- placed cells by master, fill, tap and decap left out, types with 18 or more instances in the layout --
master	instances
nand3_1	41
edfxtp_1	21
nor4_1	24
a21oi_1	39
nand4_1	20
dfxtp_1	128
o21ai_0	58
xor2_1	18
xnor2_1	47
nand2_1	198
nor2_1	87
nor3_1	29
-- path summary, 6_finish.rpt --
path,end,depth (start not counted),slack [ns],from
setup reg to reg,tut4.count[31],9,3.19,tut4.count[7]
hold reg to reg,tut4.count[31],1,0.47,tut4.count[31]
hold / removal,tut4.count[31],1,0.47,tut4.count[31]
setup / recovery,JC4,3,2.78,tut4.slow_clk
-- metrics by stage --
step	worst slack, ns	cell area, sq um
finish	2.784	8853
global route	2.582	8853
CTS	2.736	8853
detailed placement	3.047	8681
global placement	3.047	8681
floorplan	2.955	8479
-- power by group through the flow --
stage | Clock, W | Sequential (W) | Combinational (W)
final | 0.000314 | 0.000246 | 0.00000136
after global routing | 0.000336 | 0.000245 | 0.00000193
after CTS | 0.000321 | 0.000246 | 0.00000152
-- cells in the mapped netlist, types with 7 or more instances --
| cell type | instances | area share (%) |
|---|---|---|
| nand2b_1 | 7 | 0.52 |
| nand4_1 | 20 | 1.5 |
| and2_1 | 16 | 1.2 |
| nand3_1 | 41 | 2.4 |
| buf_4 | 20 | 1.8 |
| o31ai_1 | 8 | 0.71 |
| buf_2 | 16 | 0.95 |
| o21ai_0 | 58 | 3.4 |
| ha_1 | 10 | 1.5 |
| and4_1 | 8 | 0.83 |
| nor3_1 | 29 | 1.7 |
| inv_1 | 17 | 0.76 |
| nor4_1 | 24 | 1.8 |
| xnor2_1 | 47 | 4.9 |
| a31oi_1 | 7 | 0.52 |
| a21oi_1 | 39 | 2.3 |
| nor2_1 | 87 | 3.9 |
| buf_1 | 9 | 0.40 |
| nand2_1 | 198 | 8.8 |
| xor2_1 | 18 | 1.9 |
| dfxtp_1 | 128 | 30 |
| nor2b_1 | 9 | 0.67 |
| nand4b_1 | 7 | 0.73 |
| edfxtp_1 | 21 | 7.5 |
| or3_1 | 7 | 0.52 |
| and3_1 | 9 | 0.67 |
| clkbuf_1 | 28 | 1.2 |
-- final cells by class --
type                    instances  area share [%]
clock inverters                 3          0.5370
inverters                      20          0.8479
multi-input cells             804           54.15
well taps                     372           5.257
clock buffers                   5           1.413
flip-flops and latches        149           36.07
repair buffers                 18           1.724
-- worst max-delay path, delay by kind of cell (launching register included) --
family / cells / cell delay (ns)
AND/OR/NAND/NOR: 1 / 0.10
buffers and inverters: 2 / 1.01
flip-flops: 1 / 0.37
-- state kept, by name (all words and copies together), names as in the netlist --
signal	count
fnc.spi_word_bit_count	6
oled_data	2
tut4.slow_clk	1
fnc.spi_word	40
fnc.state	31
fnc.frame_counter	17
fnc.delay	20
tut4.count	32
-- routing by layer --
metal | vias up | part of all wire, %
li1 | 3561 | -
met1 | 3205 | 51
met2 | 139 | 45
met3 | 8 | 3.7
met4 | 0 | 0.59
met5 | - | 0
-- logic make-up after synthesis --
family | after synthesis
compound gates | 195
xor+xnor | 65
fa+ha+maj | 10
buf+inv | 99
flops | 149
mux | 8
other cells | 2
simple gates | 510
Power figures rest on the tool's default switching activity, not on a simulated workload.
